==> ./design.v <==
module AFwd (
    input [31:0] inst_FD,  
    input [31:0] inst_X,
    input [31:0] inst_M,
    input [31:0] inst_W,
    output [2:0] AFwd
);
    reg [2:0] regAFwd;
    assign AFwd = regAFwd;
    wire [6:0] op_FD;
    wire [6:0] op_X;
    wire [6:0] op_M;
    wire [6:0] op_W;
    assign op_FD = inst_FD[6:0];
    assign op_X = inst_X[6:0];
    assign op_M = inst_M[6:0];
    assign op_W = inst_W[6:0];
    wire ALUFwdX;
    wire ALUFwdM;
    wire MemFwd;
    wire JFwdX;
    wire JFwdM;
    assign ALUFwdX = op_X == 7'b0110011 | op_X == 7'b0010011 | op_X == 7'b0010111 | op_X == 7'b0110111;
    assign ALUFwdM = op_M == 7'b0110011 | op_M == 7'b0010011 | op_M == 7'b0010111 | op_M == 7'b0110111;
    assign JFwdX = op_X == 7'b1101111 | op_X == 7'b1100111;
    assign JFwdM = op_M == 7'b1101111 | op_M == 7'b1100111;
    assign MemFwd = op_M == 7'b0000011;
    wire RDX;
    wire RDM;
    wire RDW;
    assign RDX = ~(op_X == 7'b0100011 | op_X == 7'b1100011);
    assign RDM = ~(op_M == 7'b0100011 | op_M == 7'b1100011);
    assign RDW = ~(op_W == 7'b0100011 | op_W == 7'b1100011);
    wire sameX;
    wire sameM;
    wire sameW;
    assign sameX = inst_FD[19:15] == inst_X[11:7];
    assign sameM = inst_FD[19:15] == inst_M[11:7];
    assign sameW = inst_FD[19:15] == inst_W[11:7];
    always @(*) begin
        if (inst_FD[19:15] != 5'b00000) begin
            if (RDX & ALUFwdX & sameX) begin
                regAFwd <= 3'b001;
            end else if (RDX & JFwdX & sameX) begin
                regAFwd <= 3'b100;
            end else if (RDM & ALUFwdM & sameM) begin
                regAFwd <= 3'b010;
            end else if (RDM & JFwdM & sameM) begin
                regAFwd <= 3'b101;
            end else if (RDM & MemFwd & sameM) begin
                regAFwd <= 3'b011;
            end else if (RDW & sameW) begin
                regAFwd <= 3'b110;
            end else begin
                regAFwd <= 3'b000;
            end
        end else begin
            regAFwd <= 3'b000;
        end
    end
endmodule
module BFwd (
    input [31:0] inst_FD,  
    input [31:0] inst_X,
    input [31:0] inst_M,
    input [31:0] inst_W,
    output [2:0] BFwd
);
    reg [2:0] regBFwd;
    assign BFwd = regBFwd;
    wire [6:0] op_FD;
    wire [6:0] op_X;
    wire [6:0] op_M;
    wire [6:0] op_W;
    assign op_FD = inst_FD[6:0];
    assign op_X = inst_X[6:0];
    assign op_M = inst_M[6:0];
    assign op_W = inst_W[6:0];
    wire ALUFwdX;
    wire ALUFwdM;
    wire MemFwd;
    wire JFwdX;
    wire JFwdM;
    assign ALUFwdX = op_X == 7'b0110011 | op_X == 7'b0010011 | op_X == 7'b0010111 | op_X == 7'b0110111;
    assign ALUFwdM = op_M == 7'b0110011 | op_M == 7'b0010011 | op_M == 7'b0010111 | op_M == 7'b0110111;
    assign JFwdX = op_X == 7'b1101111 | op_X == 7'b1100111;
    assign JFwdM = op_M == 7'b1101111 | op_M == 7'b1100111;
    assign MemFwd = op_M == 7'b0000011;
    wire RDX;
    wire RDM;
    wire RDW;
    assign RDX = ~(op_X == 7'b0100011 | op_X == 7'b1100011);
    assign RDM = ~(op_M == 7'b0100011 | op_M == 7'b1100011);
    assign RDW = ~(op_W == 7'b0100011 | op_W == 7'b1100011);
    wire sameX;
    wire sameM;
    wire sameW;
    assign sameX = inst_FD[24:20] == inst_X[11:7];
    assign sameM = inst_FD[24:20] == inst_M[11:7];
    assign sameW = inst_FD[24:20] == inst_W[11:7];
    wire noWriteRS2;
    assign noWriteRS2 = op_FD != 7'b0010011 & op_FD != 7'b0000011 & op_FD != 7'b1101111 & op_FD != 7'b1100111 & op_FD != 7'b0010111 & op_FD != 7'b0110111 & op_FD != 7'b1110011;
    always @(*) begin
        if (inst_FD[24:20] != 5'b00000 & noWriteRS2) begin
            if (RDX & ALUFwdX & sameX) begin
                regBFwd <= 3'b001;
            end else if (RDX & JFwdX & sameX) begin
                regBFwd <= 3'b100;
            end else if (RDM & ALUFwdM & sameM) begin
                regBFwd <= 3'b010;
            end else if (RDM & JFwdM & sameM) begin
                regBFwd <= 3'b101;
            end else if (RDM & MemFwd & sameM) begin
                regBFwd <= 3'b011;
            end else if (RDW & sameW) begin
                regBFwd <= 3'b110;
            end else begin
                regBFwd <= 3'b000;
            end
        end else begin
            regBFwd <= 3'b000;
        end
    end
endmodule
module StageFD (
    input [31:0] inst_FD,
    input [31:0] inst_X,
    input [31:0] inst_M,
    input [31:0] inst_W,
    output [2:0] AFwd,
    output [2:0] BFwd
);
AFwd AFWD (
    .inst_FD(inst_FD),  
    .inst_X(inst_X),
    .inst_M(inst_M),
    .inst_W(inst_W),
    .AFwd(AFwd)
);
BFwd BFWD (
    .inst_FD(inst_FD),  
    .inst_X(inst_X),
    .inst_M(inst_M),
    .inst_W(inst_W),
    .BFwd(BFwd)
);
endmodule
==> ./run.sh <==
#!/bin/bash
# OpenROAD 26Q1-2900-gdf79404cd8, Yosys 0.63+post, stock flow scripts
make -C /OpenROAD-flow-scripts/flow DESIGN_CONFIG=/design/flow/config.mk WORK_HOME=/design/flow/orfs finish
==> ./config.mk <==
export PLATFORM = sky130hd
export DESIGN_NAME = StageFD
export DESIGN_NICKNAME = StageFD
export VERILOG_FILES = /design/flow/design.v
export SDC_FILE = /design/flow/constraint.sdc
export NUM_CORES = 4
export LEC_CHECK = 1
export CORE_AREA = 10 10 72 72
export DIE_AREA = 0 0 82 82
==> ./constraint.sdc <==
current_design StageFD

set clk_period 4.0
set clk_io_pct 0.2

create_clock -name clk0 -period $clk_period

set non_clock_inputs [all_inputs -no_clocks]
set_input_delay [expr $clk_period * $clk_io_pct] -clock clk0 $non_clock_inputs
set_output_delay [expr $clk_period * $clk_io_pct] -clock clk0 [all_outputs]
==> Changelog: implementation <==
## Implementation

- Outcome: finished clean
- Vias per cell: 4.40
- Detailed Route WL: 2700 um
- Die Ht: 82 um
- Tightest Pin Transition: 0.576 ns
- Avg Synthesized Cell Area: 6.78 sq um
- Main area contributors: xnor2_1 (23%), xor2_1 (17%), nor2_1 (6.8%), nand4_1 (5.7%), nor3_1 (4.6%)
- Crit start category: primary input
- First-pass GRT wire length: 4370 um
- Drt first pass iters: 2
- FFs & Latches: 0
- DR iter-0 viols: 34
- Max-slew violation count: 0
- Leak pwr: 0.000454 uW
- Final hold violation count: 0
- Initial antenna violation count: 0
- Routed vias: 898
- Drt drc: 0
- Setup WS pre-CTS: 0.162 ns
- Fillers: 380
- Max-slew headroom: 61.3%
- Worst min-delay path category: primary input to primary output
- Crit. End Element: primary output
- Maxcap violations: 0
- Sequential area share after synthesis: 0%
- Worst VDD drop: 0.0459 mV
- FP Util: 17.8%
- Max Fclk: 262 MHz
- Chip area line of the yosys report: 658 sq um
- Crit path DAT: 3.02 ns
- Hold_buf cts: 0
- Tool warnings: 108
- Syn Inst Count: 97
- Pwr dens: 86.1 nW/um^2
- Pin count of the biggest net entering global routing: 6
- FF/Latch Area: 0 sq um
- Remaining Overflow, GRT: 0
- Setup CP Type: primary input to primary output
- CP Launch Point: inst_FD[22]
- Area delta synth->final: 99.2%
- Non-filler cells, final: 204
- ANT nets after route: 0
- Post-layout util: 35.5%
- Final WS setup: 0.182 ns
- YS warnings: 2
- Cell total in the yosys stat output: 97
- Top-Level Pins: 134
- # setup viols final: 0
- Worst hold start: inst_M[0]
- Count of unique library cells instantiated by Yosys: 25
- Crit path max fanout: 4
- Port buffer count: 58
- Hold_ws: 2.78 ns
- Routability Congestion: 0.921
- Row cnt: 22
- Die W: 82 um
- GRT Util Overall: 7.98%
- Synth area leader: xnor2_1
- CP required: 3.20 ns
- Crit share post-route: 95.4%
- Tmin final: 3.82 ns
- WL/cell: 13.2 um
- Clkbuf count: 0
- Mapped cell area: 658 sq um
- Chip area: 6720 sq um
- Max-area cell share: 22.6%
- Vias in the first global route: 918
- Dpl cells: 204
- Final setup TNS: 0 ns
- Antenna Cells: 0
- Core area: 3690 sq um
- RSZ-0062 raised after global routing: no
- Share of layout cells above drive strength 1: 3.21%
- Hpwl dp: 2490 um
[metal layers]
layer	global-route usage [%]	share of wire (%)
met5	0	0
met1	11.6	52
met4	0	0
met2	11.3	38
met3	3.52	11
[cells in the mapped netlist]
cell type,number
a2111oi_1,1
a21bo_4,1
a21oi_1,4
a31oi_1,3
and3_1,1
and3b_1,2
inv_1,2
nand2_1,6
nand3_1,4
nand4_1,6
nor2_1,12
nor3_1,6
nor3_2,1
nor3b_1,2
nor4_1,3
nor4b_1,3
o2111a_1,1
o21a_1,1
o21ai_0,3
o31a_1,1
or2_2,1
or4_1,2
or4b_1,1
xnor2_1,17
xor2_1,13
[cell families after synthesis]
kind of cell | after synthesis | share of synthesized area, %
and+or+nand+nor | 50 | 42.6
buffers and inverters | 2 | 1.14
xor gates and xnor gates | 30 | 39.9
AOI/OAI and AO/OA | 15 | 16.4
[worst max-delay path, stage by stage]
cell	delay [ns]
clkdlybuf4s50_1	0.59
xnor2_1	0.15
nand3_1	0.11
or4b_1	0.56
a21bo_4	0.20
o21a_1	0.12
clkdlybuf4s50_1	0.48
[final timing paths]
kind                      end  slack (ns)  depth (start not counted)
worst max-delay path  BFwd[2]        0.18                          7
worst min-delay path  AFwd[0]        2.78                          6
[timing repair]
action,in CTS,in global routing
gates resized,0,1
setup endpoints to repair,0,1
setup buffers,0,0
hold endpoints to repair,0,0
[placed cells by master (no fill, tap or decap)]
cell type / n
clkdlybuf4s50_1: 58
nor2_1: 12
a2111oi_2: 1
a21oi_1: 4
or4b_1: 1
inv_1: 2
and3_1: 1
nand4_1: 6
nor4_1: 3
a31oi_1: 3
o21a_1: 1
nor3_1: 6
nor4b_1: 3
or4_1: 2
o21ai_0: 3
o2111a_1: 1
nand2_1: 6
xnor2_1: 17
o31a_1: 1
a21bo_4: 1
nor3b_1: 2
buf_4: 1
nand3_1: 4
or2_2: 1
and3b_1: 2
nor3_2: 1
xor2_1: 13
[report_power, final]
group	switching (uW)	internal, uW
clock network	0	0
registers	0	0
logic	41.6	71.2
total	41.6	71.2
[metrics by stage]
step / instance area (sq um) / total power, uW
2_1_floorplan: 658 / 39.7
3_3_place_gp: 1310 / 111
3_5_place_dp: 1310 / 112
4_1_cts: 1310 / 113
5_1_grt: 1310 / 123
6_report: 1310 / 113
[area by class of cell]
class | instances | area [sq um] | share of cell area [%]
repair buffers | 59 | 588 | 44.8
well taps | 48 | 60.1 | 4.58
multi-input cells | 95 | 656 | 50.0
inverters | 2 | 7.51 | 0.573
No activity file was given, so power comes from the tool's default toggle rates.
