==> flow/design.v <==
module LoadExtender(
    input [31:0] LdIn,
    input [2:0] LdSel,
    input [1:0] ALUOutMTwoBit,
    output [31:0] LdOut
);
    wire [31:0] signed_byte;
    wire [31:0] unsigned_byte;
    wire [31:0] signed_halfword;
    wire [31:0] unsigned_halfword;
    wire [31:0] word;
    wire [31:0] data;
    wire [4:0] off;
    assign data = LdIn >> off;
    assign signed_byte = (data[7]) ? {{24{1'b1}}, {data[7:0]}} : {{24{1'b0}}, {data[7:0]}};
    assign unsigned_byte = {{24{1'b0}}, data[7:0]};
    assign signed_halfword = (data[15]) ? {{16{1'b1}}, {data[15:0]}} : {{16{1'b0}}, {data[15:0]}};
    assign unsigned_halfword = {{16{1'b0}}, {data[15:0]}};
    assign word = data;
    assign off = (ALUOutMTwoBit[1:0] == 2'b11 & (LdSel == 3'b001 | LdSel == 3'b101)) ? ALUOutMTwoBit[1] << 3'b100 : ALUOutMTwoBit[1:0] << 2'b11; 
    reg[31:0] Out_R;
    assign LdOut = Out_R;
    always @(*) begin
        case(LdSel) 
            3'b000   : Out_R <= signed_byte;
            3'b100  : Out_R <= unsigned_byte;
            3'b001   : Out_R <= signed_halfword;
            3'b101  : Out_R <= unsigned_halfword;
            3'b010   : Out_R <= word;
            default   : Out_R <= word;
        endcase
    end
endmodule
==> flow/run.sh <==
#!/bin/bash
# OpenROAD 26Q1-2900-gdf79404cd8, Yosys 0.63+post, stock flow scripts
make -C /OpenROAD-flow-scripts/flow DESIGN_CONFIG=/design/flow/config.mk WORK_HOME=/design/flow/orfs finish
==> flow/config.mk <==
export PLATFORM = sky130hd
export DESIGN_NAME = LoadExtender
export DESIGN_NICKNAME = LoadExtender
export VERILOG_FILES = /design/flow/design.v
export SDC_FILE = /design/flow/constraint.sdc
export NUM_CORES = 4
export LEC_CHECK = 1
export CORE_AREA = 10 10 70 70
export DIE_AREA = 0 0 80 80
==> flow/constraint.sdc <==
current_design LoadExtender

set clk_period 4.1
set clk_io_pct 0.2

create_clock -name clk0 -period $clk_period

set non_clock_inputs [all_inputs -no_clocks]
set_input_delay [expr $clk_period * $clk_io_pct] -clock clk0 $non_clock_inputs
set_output_delay [expr $clk_period * $clk_io_pct] -clock clk0 [all_outputs]
==> deck_impl_summary.md <==
Key Metrics from the Run

Run status
  • Outcome: completed

Die
  • Die width: 80 um
  • # rows: 21
  • Fp_density: 0.232
  • Ports: approximately 69
  • Die height: ~80 um
  • Core area: 0.00342 mm2
  • Die Size: between 0.006 and 0.007 mm2

Drt
  • Ant. Diodes: 0
  • Vias: roughly 1.1k
  • DR DRC count: 0
  • Avg WL per Cell: ~18 um
  • Antenna Nets Post-Route: 0
  • Iter 0 DRT Violations: 53
  • Vias/cell: roughly 5
  • DRT Wirelength: 3970 um
  • DRT Pass-1 Iters: 4

Final layout
  • Finished Layout Cells: roughly 220
  • Register Area: 0 um2
  • Area delta synth->final: 93.7%
  • Final-layout clock buffer total: 0
  • Registers: 0
  • Share of cells above drive strength 1: 0.0983

Placed design
  • RD Place Congestion: around 0.86
  • Placed insts: approximately 220
  • HPWL after DPL: around 3300 um
  • Count of input and output buffers: about 70
  • Placement Setup Slack: ~0.27 ns

Worst setup path
  • Startpoint Class: input pin
  • Setup CP Type: in2out
  • Worst setup EP type: output port
  • Crit path max fanout: 34
  • WP data arrival: 3.03 ns
  • Required time of the worst setup path: approximately 3.3 ns

Worst hold path
  • Hold depth: 4
  • Hold crit path type: in2out

STA
  • Setup tns final: 0 ns
  • Fmax: 260 MHz
  • Min Tclk post-route: 3.85 ns
  • Fin. Hold Viols: 0
  • Cycle use final: 0.939
  • Max_slew headroom: 0.634
  • Final tally of setup violations: 0
  • Worst Tran Pin Value: about 0.55 ns
  • Max-slew violation count: 0
  • Hold slack: between 2 and 3 ns
  • Unrepaired setup endpoints after global routing: no
  • Final setup margin: roughly 0.25 ns

Power and ir drop
  • Tot Pwr: ~180 uW
  • Leak Pwr: 0.637 nW
  • Worst IR Drop VDD: roughly 45 uV
  • Power Density: about 120 mW/mm2

Global routing
  • Grt ovf: 0
  • Initial antenna violation count: 0
  • Vias in the first global route: around 1.2k
  • First-pass GRT wire length: approximately 6400 um
  • GRT Total Usage: 0.121
  • Largest net degree at the start of global routing: 35

Logic synthesis
  • Chip Area, Yosys: slightly below 800 um2
  • Mapped Area: roughly 790 um2
  • Ys Warns: 1
  • Area share, top type: 0.215
  • Cell taking the most area after synthesis: mux2i_1
  • Seq share, synth: 0
  • Top cells by area, synth: mux2i_1, mux2_2, a221o_1
  • Mean Syn Cell Area: around 7.3 um2
  • Synth Instances: around 110
  • Commonest cells in the netlist: mux2i_1, nand2_1, o31ai_1
  • Cell Type Count: 24
  • Yosys cell count: 108

Clock tree
  • Post-CTS setup repair buffer count: 0
  • Cts repair resizes: 0
  • Hold Buf Count CTS: 0

Run
  • Max_cap viols: 0
  • OpenROAD warnings: 32
-- area by class of cell --
cell class                 count  area [um2]
inverter                       2        7.51
fill                         333        1880
multi-input combinational     98         733
tap                           46        57.6
timing repair buffer          73         733
-- worst paths after layout --
check | slack [ns] | endpoint | from
setup / recovery | 0.25 | LdOut[11] | ALUOutMTwoBit[0]
hold / removal | 2.63 | LdOut[0] | LdIn[0]
-- cells by family after synthesis --
logic type,after synthesis,share of synthesized area
buf+inv,10,0.0728
compound gates,36,0.362
mux,24,0.315
simple gates,38,0.250
-- report_power, final --
part | total, mW | leakage, nW | switching (mW) | internal [mW]
registers | 0 | 0 | 0 | 0
logic | 0.182 | 0.637 | 0.0646 | 0.118
clock network | 0 | 0 | 0 | 0
-- placed cells by master (no fill, tap or decap), drive strengths merged --
| cell | instances |
|---|---|
| clkdlybuf4s50 | 69 |
| mux2i | 17 |
| nand2 | 17 |
| o31ai | 9 |
| a211oi | 9 |
| a21oi | 8 |
| and3 | 8 |
| mux2 | 7 |
| a221o | 7 |
| nor3 | 6 |
| buf | 4 |
| nor2 | 3 |
| nor2b | 2 |
| and2 | 1 |
| nand2b | 1 |
| inv | 1 |
| clkinv | 1 |
| a2111o | 1 |
| o31a | 1 |
| a21o | 1 |
-- worst max-delay path: stages --
cell	delay, ns
clkdlybuf4s50_1	0.64
buf_12	0.26
a211oi_2	0.12
nor3_2	0.50
a221o_1	0.21
clkdlybuf4s50_1	0.46
-- metrics by stage --
stage | area [um2] | util
final | 1530 | 0.448
after global routing | 1530 | 0.448
after CTS | 1530 | 0.448
after detailed placement | 1530 | 0.448
after global placement | 1530 | 0.448
after floorplan | 791 | -
-- per-layer routing --
layer	vias to the layer above	track usage	wire length (um)
met5	-	0	0
met4	0	0	0
met3	0	0.0398	408
met2	44	0.185	1760
met1	504	0.170	1800
li1	557	-	-
No activity file was given, so power comes from the tool's default toggle rates.
