File: flow/run.sh
#!/bin/bash
# OpenROAD 26Q1-2900-gdf79404cd8, Yosys 0.63+post, stock flow scripts
make -C /OpenROAD-flow-scripts/flow DESIGN_CONFIG=/design/flow/config.mk WORK_HOME=/design/flow/orfs finish
File: flow/config.mk
export PLATFORM = sky130hd
export DESIGN_NAME = ALU
export DESIGN_NICKNAME = ALU
export VERILOG_FILES = /design/flow/design.v
export SDC_FILE = /design/flow/constraint.sdc
export NUM_CORES = 4
export LEC_CHECK = 1
export CORE_UTILIZATION = 30
File: flow/constraint.sdc
current_design ALU

set clk_period 31.5
set clk_io_pct 0.2

create_clock -name clk0 -period $clk_period

set non_clock_inputs [all_inputs -no_clocks]
set_input_delay [expr $clk_period * $clk_io_pct] -clock clk0 $non_clock_inputs
set_output_delay [expr $clk_period * $clk_io_pct] -clock clk0 [all_outputs]
File: flow/design.v
module ALU(
    input [31:0] A,B,
    input [3:0] ALUop,
    output[31:0] Out
);
    wire[31:0] add_opt;
    wire[31:0] sub_opt;
    wire[31:0] and_opt;
    wire[31:0] or_opt;
    wire[31:0] xor_opt;
    wire[31:0] sltu_opt;
    wire[31:0] slt_opt;
    wire[31:0] sll_opt;
    wire[31:0] sra_opt;
    wire[31:0] srl_opt;
    wire[31:0] copy_b_opt;
    wire[31:0] copy_a_opt;
    wire[31:0] xxx_opt;
    assign add_opt = A + B;
    assign sub_opt = A - B;
    assign and_opt = A & B;
    assign or_opt = A | B;
    assign xor_opt = A ^ B;
    assign sltu_opt = A < B;
    assign slt_opt = $signed(A) < $signed(B);
    assign sll_opt = A << B[4:0];
    assign sra_opt = $signed(A) >>> B[4:0];
    assign srl_opt = A >> B[4:0];
    assign copy_a_opt = A;
    assign copy_b_opt = B;
    assign xxx_opt = 0;
    reg [31:0] Out_R;
    assign Out = Out_R;
    always @(*) begin
        case (ALUop)
            4'd0: Out_R <= add_opt;
            4'd1: Out_R <= sub_opt;
            4'd2: Out_R <= and_opt;
            4'd3: Out_R <= or_opt;
            4'd4: Out_R <= xor_opt;
            4'd7: Out_R <= sll_opt;
            4'd5: Out_R <= slt_opt;
            4'd6: Out_R <= sltu_opt;
            4'd8: Out_R <= sra_opt;
            4'd9: Out_R <= srl_opt;
            4'd10: Out_R <= copy_b_opt;
            4'd11: Out_R <= copy_a_opt;
            4'd15: Out_R <= xxx_opt;
            default: Out_R <= xxx_opt;
        endcase
    end
endmodule
==> results.py <==
# Synthesis and PnR figures
metrics = {
    "power_and_ir_drop": {
        "worst_ir_drop_vdd_mv": 0.00663,
        "intPower_mw": 0.0702,
        "p_switching_mw": 0.108,
        "switching_share": 0.607,
        "power_mw": 0.179,
        "reg_power_frac": 0,
        "power.density_cell_area_nw_per_um2": 18.3,
        "p_comb_frac": 1.000,
        "p_leak_nw": 4.03,
        "pwr-share-clk": 0,
    },
    "finish": {
        "flop-count": 0,
        "most_common_cell_after_layout_fill_and_taps_aside": "sky130_fd_sc_hd__nor2_1",
        "area_growth_pct": 13.3,
        "utilization": 0.349,
        "n_fill_cell": 3051,
        "lay_top_cells": "sky130_fd_sc_hd__nor2_1 (169), sky130_fd_sc_hd__a21oi_1 (115), sky130_fd_sc_hd__nand2_1 (106)",
        "clkbuf_count": 0,
        "post_route_cells_drive_above_1_share": 0.0739,
        "final-seq-area_um2": 0,
    },
    "grt": {
        "track_usage": 0.278,
        "remaining_overflow_grt": 0,
        "grt_first_pass_wirelength_um": 59900,
        "grt_start_max_net_pins": 70,
        "antenna_found_initial": 1,
        "first_global_vias": 9673,
    },
    "final_timing": {
        "hold_violations": 0,
        "rsz0062_at_grt": "false",
        "post-route-min-period_ns": 17.19,
        "setup_viol": 0,
        "final_max_slew_viol_count": 0,
        "fmax_ghz": 0.0582,
        "fin_setup_tns_ns": 0,
        "slew_headroom": 0.323,
        "period_used_share": 0.546,
        "measured_slew_at_the_worst_slew_check_pin_ns": 0.989,
    },
    "drt": {
        "drt_iter0_markers": 1256,
        "routedWlPerCell_um": 24.0,
        "dr.pass1.iters": 8,
        "number_of_antenna_violating_nets_in_the_routed_design": 0,
        "antennaDiodeCount": 0,
        "via_per_inst": 6.18,
        "route.vias.total": 10451,
        "finalWirelength_um": 40600,
        "remaining_drc_errors": 0,
    },
    "setup_path": {
        "critical-path-max-stage-delay_ns": 0.93,
        "ordered_cell_list_for_the_critical_path": "clkdlybuf4s50_1, buf_4, inv_2, ha_1, nand3_1, o221a_2, o21ba_2, o21ai_0, a2111oi_0, nand2_1, nor3_1, a211oi_1, o211ai_1, clkdlybuf4s50_1",
        "cp_data_required_time_ns": 25.20,
        "cp_data_arrival_time_ns": 10.89,
        "critical-path-top-cell-by-count": "sky130_fd_sc_hd__clkdlybuf4s50_1",
        "critPathTopFamily": "AND-OR/OR-AND gates",
        "worst-path-max-fanout": 43,
        "worstPathBufferInverterCount": 4,
        "worstSetupStartpointType": "input pin",
        "crit_path_kind": "in -> out",
        "timing.critical_path.slowest_stage_cell": "sky130_fd_sc_hd__a2111oi_0",
        "critical_path.endpoint_type": "output port",
    },
    "flow_run": {
        "tool_warnings": 98,
        "drv_cap": 0,
    },
    "yosys": {
        "yosysUniqueCellTypes": 77,
        "syn-instance-count": 1296,
        "top_cell_area_share": 0.142,
        "yosysCellCount": 1296,
        "top_area_cell_types": "sky130_fd_sc_hd__ha_1 (14%), sky130_fd_sc_hd__mux4_2 (7.8%), sky130_fd_sc_hd__nor2_1 (7.4%)",
        "post_syn_area_per_cell_um2": 6.65,
        "yosys_area_um2": 8620,
        "ys_seq_frac": 0,
        "yosys_warnings": 1,
        "mappedNetlistArea_um2": 8620,
        "post-synth-top-area-cell": "sky130_fd_sc_hd__ha_1",
    },
    "floorplan": {
        "number_of_placed_i_o_pins": 100,
        "fp_rows": 61,
        "die_span_in_y_um": 172,
        "die-width_um": 172,
        "floorplan.core_area_um2": 28000,
        "die_area_um2": 29400,
        "fp_util": 0.308,
    },
    "min_path": {
        "min_path_cells": 4,
        "holdCritPathClass": "in -> out",
        "holdPathEnd": "Out[13]",
        "holdCritStartpoint": "B[13]",
    },
    "clock_tree": {
        "cts_post_setup_buffers_inserted": 0,
        "postCtsResizedCells": 0,
        "cts_hold_buffers": 0,
    },
    "placement": {
        "dpl.hpwl_um": 31600,
        "place.gp.congestion": 1.07,
        "portBuffers": 100,
    },
    "status": {
        "run_status": "completed",
    },
}
through the flow:
stage                     setup slack [ns]  cells  hold slack (ns)  instance area, µm²
after floorplan                      15.73   1296            12.69                8620
after global placement               14.41   1691            13.74                9770
after detailed placement             14.42   1691            13.74                9770
after CTS                            14.39   1691            13.75                9770
after global routing                 13.97   1691            13.80                9770
final                                14.31   1691            13.73                9770
final cells by class:
class | count | area (µm²) | share of cell area
timing repair buffer | 125 | 1170 | 0.119
tap | 378 | 473 | 0.0484
multi-input combinational | 1090 | 7760 | 0.795
inverter | 98 | 368 | 0.0377
how the worst max path moves through the flow:
| stage | start | endpoint | slack (ns) | cells after the start |
|---|---|---|---|---|
| 4_1_cts | B[4] | Out[31] | 14.39 | 14 |
| 5_1_grt | B[3] | Out[31] | 13.97 | 15 |
| 6_report | B[4] | Out[31] | 14.31 | 14 |
power by group through the flow:
stage	clock network (mW)	registers, mW	logic, mW
final	0	0	0.179
after CTS	0	0	0.174
after global routing	0	0	0.192
logic make-up after synthesis:
logic type,count (synthesis),share of synthesized area
AND-OR/OR-AND,459,0.357
AND/OR/NAND/NOR,411,0.212
buffers and inverters,206,0.102
multiplexers,102,0.164
adder cells (fa/ha/maj),100,0.147
XOR/XNOR,18,0.0183
per-layer routing:
layer | wire length (µm) | vias up | track usage
met3 | 4070 | 74 | 0.0611
li1 | - | 4844 | -
met2 | 17300 | 589 | 0.412
met5 | 13 | - | 0
met1 | 18000 | 4942 | 0.407
met4 | 1220 | 2 | 0.0703
cell usage after synthesis (all sizes together) (13+ instances only):
master / count
mux2i: 59
o21ai: 97
mux4: 30
nor2: 171
clkbuf: 61
inv: 97
mux2: 13
a221oi: 27
xnor2: 16
a211oi: 32
nand4: 14
o211ai: 28
nand2: 106
ha: 98
a31oi: 14
a21oi: 115
a22oi: 21
nand2b: 15
nor3: 33
buf: 47
nand3: 28
worst min-delay path, stage by stage:
cell and delay, ns:
sky130_fd_sc_hd__clkdlybuf4s50_1 0.50, sky130_fd_sc_hd__a221oi_1 0.09, sky130_fd_sc_hd__o2111ai_1 0.08, sky130_fd_sc_hd__clkdlybuf4s50_1 0.46
Power and IR drop assume default switching activity.
